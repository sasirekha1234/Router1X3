===== run.sh =====
#!/bin/bash
# OpenROAD 26Q1-2900-gdf79404cd8, Yosys 0.63+post, stock flow scripts
make -C /OpenROAD-flow-scripts/flow DESIGN_CONFIG=/design/flow/config.mk WORK_HOME=/design/flow/orfs finish

===== config.mk =====
export PLATFORM = sky130hd
export DESIGN_NAME = router_top
export DESIGN_NICKNAME = router_top
export VERILOG_FILES = /design/flow/design.v
export SDC_FILE = /design/flow/constraint.sdc
export NUM_CORES = 4
export LEC_CHECK = 1
export CORE_UTILIZATION = 30
export SYNTH_HDL_FRONTEND = slang

===== constraint.sdc =====
current_design router_top

set clk_period 5.7
set clk_io_pct 0.2

create_clock -name clk0 -period $clk_period [get_ports {clk}]

set non_clock_inputs [all_inputs -no_clocks]
set_input_delay [expr $clk_period * $clk_io_pct] -clock clk0 $non_clock_inputs
set_output_delay [expr $clk_period * $clk_io_pct] -clock clk0 [all_outputs]

===== design.v =====
 interface dest_if(
	input bit clk
 );
logic[7:0] data_out;
logic valid_out;
logic read_en;
clocking drv_cb@(posedge clk);
	input valid_out;
	output read_en;
endclocking
clocking mon_cb@(posedge clk);
	input data_out;
	input valid_out;
	input read_en;
endclocking
modport DRV_MP(clocking drv_cb);
modport MON_MP(clocking mon_cb);
 endinterface
 interface source_if(
	input bit clk
 );
 logic resetn;
 logic pkt_valid;
 logic [7:0] data_in;
 logic err;
 logic busy;
 clocking drv_cb @(posedge clk);
	output resetn;
	output pkt_valid;
	output data_in;
	input busy;
 endclocking
 clocking mon_cb @(posedge clk);
	input err;
	input resetn;
	input pkt_valid;
	input data_in;
	input busy;
 endclocking
 modport DRV_MP (clocking drv_cb);
 modport MON_MP (clocking mon_cb);
 endinterface
module fifo (
    input clk,
    resetn,
    soft_reset,
    input read_en,
    write_en,
    input lfd_state,
    input [7:0] data_in,
    output reg [7:0] data_out,
    output empty,
    full
);
  reg [8:0] mem[15:0];
  reg [4:0] read_ptr, write_ptr;
  reg delay_lfd;
  reg [6:0] count;
  always @(posedge clk) begin
    if (~resetn || soft_reset) delay_lfd <= 1'b0;
    else delay_lfd <= lfd_state;
  end
  always @(posedge clk) begin
    if (~resetn || soft_reset) begin
      read_ptr  <= 5'b0;
      write_ptr <= 5'b0;
    end else begin
      if (read_en && ~empty) read_ptr <= read_ptr + 5'b1;
      else read_ptr <= read_ptr;
      if (write_en && ~full) write_ptr <= write_ptr + 5'b1;
      else write_ptr <= write_ptr;
    end
  end
  integer i;
  always @(posedge clk) begin
    if (~resetn || soft_reset) begin
      for (i = 0; i < 16; i = i + 1) begin
        mem[i] <= 0;
      end
    end else if (write_en && ~full) begin
      mem[write_ptr[3:0]] <= {delay_lfd, data_in};
    end
  end
  wire flag1;
  assign flag1 = ((count == 0) && (data_out != 0)) ? 1'b1 : 1'b0;
  always @(posedge clk) begin
    if (~resetn) data_out <= 8'b0;
    else if (soft_reset) data_out <= 8'bz;
    else if (flag1) data_out <= 8'bz;
    else if (read_en && ~empty) data_out <= mem[read_ptr[3:0]][7:0];
  end
  wire flag0;
  assign flag0 = (mem[read_ptr[3:0]][8] == 1'b1);
  always @(posedge clk) begin
    if (~resetn || soft_reset) count <= 7'b0;
    else if (read_en && ~empty) begin
      if (flag0) begin
        count <= mem[read_ptr[3:0]][7:2] + 7'b1;   
      end else if (count != 0) begin
        count <= count - 1'b1;
      end
    end else begin
      count <= count;
    end
  end
  assign empty = (read_ptr == write_ptr);
  assign full  = (read_ptr == {~write_ptr[4], write_ptr[3:0]});
endmodule
module fsm(
        input clk,resetn,
        input pkt_valid,
        input parity_done,
        input soft_reset_0,soft_reset_1,soft_reset_2,
        input fifo_empty_0,fifo_empty_1,fifo_empty_2,
        input fifo_full,
        input low_pkt_valid,
        input [1:0]data_in,
        output busy,
        output detect_add,
        output ld_state,lfd_state,laf_state,full_state,
        output write_en_reg,rst_int_reg
    );
    reg [2:0]present_state,next_state;
    reg [1:0]add;
    parameter DECODE_ADDRESS = 3'b000,
              LOAD_FIRST_DATA = 3'b001,
              LOAD_DATA = 3'b010,
              WAIT_TILL_EMPTY = 3'b011,
              FIFO_FULL_STATE = 3'b100,
              LOAD_AFTER_FULL = 3'b101,
              LOAD_PARITY = 3'b110,
              CHECK_PARITY_ERROR = 3'b111;
    always @ (posedge clk)
    begin
        if (~resetn)
            add <= 2'b0;
        else if (data_in == 1)
            add <= data_in;
        else
            add <= add;
    end
    always @ (posedge clk)
    begin
        if (~resetn)
            present_state <= DECODE_ADDRESS;
        else if (((soft_reset_0 == 1) && (data_in[1:0] == 2'b00 ))
                || ((soft_reset_1 == 1) && (data_in[1:0] == 2'b01 ))
                || ((soft_reset_2 == 1) && (data_in[1:0] == 2'b10 )) )
            present_state <= DECODE_ADDRESS;
        else
            present_state <= next_state;
    end
    always @ (*)
    begin
        case (present_state)
            DECODE_ADDRESS: begin
                                if ((pkt_valid & (data_in[1:0] == 2'b00) & fifo_empty_0) || 
                                    (pkt_valid & (data_in[1:0] == 2'b01) & fifo_empty_1) || 
                                    (pkt_valid & (data_in[1:0] == 2'b10) & fifo_empty_2) )
                                    next_state = LOAD_FIRST_DATA;
                                else if ((pkt_valid & (data_in[1:0] == 2'b00) & ~fifo_empty_0) || 
                                    (pkt_valid & (data_in[1:0] == 2'b01) & ~fifo_empty_1) || 
                                    (pkt_valid & (data_in[1:0] == 2'b10) & ~fifo_empty_2) )
                                    next_state = WAIT_TILL_EMPTY;
                                else
                                    next_state = DECODE_ADDRESS;
                            end
            LOAD_FIRST_DATA:  begin
                                next_state = LOAD_DATA;
                              end
            LOAD_DATA:        begin
                                if (fifo_full)
                                    next_state = FIFO_FULL_STATE;
                                else if(~fifo_full && ~pkt_valid)
                                    next_state = LOAD_PARITY;
                                else
                                    next_state = LOAD_DATA;
                              end
            WAIT_TILL_EMPTY:  begin
                                if ((fifo_empty_0 && (add == 0)) || 
                                    (fifo_empty_1 && (add == 1)) || 
                                    (fifo_empty_2 && (add == 2)))
                                    next_state = LOAD_FIRST_DATA;
                                else
                                    next_state = WAIT_TILL_EMPTY;
                              end
            FIFO_FULL_STATE:  begin
                                if (~fifo_full)
                                    next_state = LOAD_AFTER_FULL;
                                else
                                    next_state = FIFO_FULL_STATE;
                              end
            LOAD_AFTER_FULL:  begin
                                if (~parity_done && low_pkt_valid)
                                    next_state = LOAD_PARITY;
                                else if (~parity_done && ~low_pkt_valid )
                                    next_state = LOAD_DATA;
                                else if (parity_done)
                                    next_state = DECODE_ADDRESS;
                                else
                                    next_state = LOAD_AFTER_FULL;
                              end
            LOAD_PARITY:      begin
                                next_state = CHECK_PARITY_ERROR;
                              end
            CHECK_PARITY_ERROR:   begin
                                    if (fifo_full)
                                        next_state = FIFO_FULL_STATE;
                                    else if (~fifo_full)
                                        next_state = DECODE_ADDRESS;
                                    else
                                        next_state = CHECK_PARITY_ERROR;
                                  end
        endcase
    end
    assign busy = ((present_state == LOAD_DATA) | (present_state == DECODE_ADDRESS)) ? 1'b0 : 1'b1;
    assign detect_add = (present_state == DECODE_ADDRESS);
    assign lfd_state = (present_state == LOAD_FIRST_DATA);
    assign ld_state = (present_state == LOAD_DATA);
    assign laf_state = (present_state == LOAD_AFTER_FULL);
    assign full_state = (present_state == FIFO_FULL_STATE);
    assign write_en_reg = ((present_state == LOAD_DATA) || (present_state == LOAD_PARITY) || (present_state == LOAD_AFTER_FULL));
    assign rst_int_reg = (present_state == CHECK_PARITY_ERROR);
endmodule
module register (
    input clk,
    resetn,
    input pkt_valid,
    input fifo_full,
    input ld_state,
    full_state,
    laf_state,
    lfd_state,
    detect_add,
    rst_int_reg,
    input [7:0] data_in,
    output reg parity_done,
    output reg low_pkt_valid,
    output reg err,
    output reg [7:0] data_out
);
  reg [7:0] fifo_full_state_byte, header_byte, internal_parity, packet_parity;
  always @(posedge clk) begin
    if (~resetn || detect_add) parity_done <= 1'b0;
    else if ((ld_state && ~fifo_full && ~pkt_valid) || (laf_state && low_pkt_valid && ~parity_done))
      parity_done <= 1'b1;
    else parity_done <= parity_done;
  end
  always @(posedge clk) begin
    if (~resetn || rst_int_reg) low_pkt_valid <= 1'b0;
    else if (ld_state && ~pkt_valid) low_pkt_valid <= 1'b1;
    else low_pkt_valid <= low_pkt_valid;
  end
  always @(posedge clk) begin
    if (~resetn) begin
      data_out <= 8'b0;
      header_byte <= 8'b0;
      fifo_full_state_byte <= 8'b0;
    end else if (detect_add && pkt_valid) header_byte <= data_in;
    else if (lfd_state) data_out <= header_byte;
    else if (ld_state && ~fifo_full) data_out <= data_in;
    else if (fifo_full && ld_state) fifo_full_state_byte <= data_in;
    else if (laf_state) data_out <= fifo_full_state_byte;
    else data_out <= data_out;
  end
  always @(posedge clk) begin
    if (~resetn || detect_add) internal_parity <= 8'b0;
    else if (lfd_state && pkt_valid) internal_parity <= internal_parity ^ header_byte;
    else if (pkt_valid && ld_state && ~full_state) internal_parity <= internal_parity ^ data_in;
    else internal_parity <= internal_parity;
  end
  always @(posedge clk) begin
    if (~resetn || detect_add) packet_parity <= 8'b0;
    else if ((ld_state && ~fifo_full && ~pkt_valid) || (laf_state && low_pkt_valid && ~parity_done))
      packet_parity <= data_in;
    else packet_parity <= packet_parity;
  end
  always @(posedge clk) begin
    if (~resetn) err <= 1'b0;
    else if (parity_done) begin
      if (internal_parity == packet_parity) err <= 1'b0;
      else err <= 1'b1;
    end else err <= err;
  end
endmodule
module router_top(
    input clk,resetn,
    input read_en_0,read_en_1,read_en_2,
    input pkt_valid,
    input [7:0]data_in,
    output [7:0]data_out_0,data_out_1,data_out_2,
    output valid_out_0,valid_out_1,valid_out_2,
    output err,busy
    );
    wire wire_soft_reset_0, wire_soft_reset_1, wire_soft_reset_2;
    wire [2:0]wire_write_en;
    wire [7:0]wire_register_data_out;
    wire wire_lfd_state;
    wire wire_empty_0,wire_empty_1,wire_empty_2;
    wire wire_full_0,wire_full_1,wire_full_2;
    wire wire_fifo_full;
    wire wire_parity_done;
    wire wire_detect_add;
    wire wire_write_en_reg;
    wire wire_low_pkt_valid;
    wire wire_ld_state,wire_full_state,wire_laf_state;
    wire wire_rst_int_reg;
    fifo fifo_0 (
        .clk(clk),
        .resetn(resetn),
        .soft_reset(wire_soft_reset_0),
        .read_en(read_en_0),
        .write_en(wire_write_en[0]),
        .lfd_state(wire_lfd_state),
        .data_in(wire_register_data_out),
        .data_out(data_out_0),
        .empty(wire_empty_0),
        .full(wire_full_0)
    );
    fifo fifo_1 (
        .clk(clk),
        .resetn(resetn),
        .soft_reset(wire_soft_reset_1),
        .read_en(read_en_1),
        .write_en(wire_write_en[1]),
        .lfd_state(wire_lfd_state),
        .data_in(wire_register_data_out),
        .data_out(data_out_1),
        .empty(wire_empty_1),
        .full(wire_full_1)
    );
    fifo fifo_2 (
        .clk(clk),
        .resetn(resetn),
        .soft_reset(wire_soft_reset_2),
        .read_en(read_en_2),
        .write_en(wire_write_en[2]),
        .lfd_state(wire_lfd_state),
        .data_in(wire_register_data_out),
        .data_out(data_out_2),
        .empty(wire_empty_2),
        .full(wire_full_2)
    );
    synchronizer sync (
        .clk(clk),
        .resetn(resetn),
        .read_en_0(read_en_0),
        .read_en_1(read_en_1),
        .read_en_2(read_en_2),
        .full_0(wire_full_0),
        .full_1(wire_full_1),
        .full_2(wire_full_2),
        .empty_0(wire_empty_0),
        .empty_1(wire_empty_1),
        .empty_2(wire_empty_2),
        .detect_add(wire_detect_add),
        .write_en_reg(wire_write_en_reg),
        .data_in(data_in[1:0]),
        .valid_out_0(valid_out_0),
        .valid_out_1(valid_out_1),
        .valid_out_2(valid_out_2),
        .soft_reset_0(wire_soft_reset_0),
        .soft_reset_1(wire_soft_reset_1),
        .soft_reset_2(wire_soft_reset_2),
        .fifo_full(wire_fifo_full),
        .write_en(wire_write_en)
    ); 
        fsm fsm_ (
            .clk(clk),
            .resetn(resetn),
            .pkt_valid(pkt_valid),
            .parity_done(wire_parity_done),
            .soft_reset_0(wire_soft_reset_0),
            .soft_reset_1(wire_soft_reset_1),
            .soft_reset_2(wire_soft_reset_2),
            .fifo_empty_0(wire_empty_0),
            .fifo_empty_1(wire_empty_1),
            .fifo_empty_2(wire_empty_2),
            .fifo_full(wire_fifo_full),
            .low_pkt_valid(wire_low_pkt_valid),
            .data_in(data_in[1:0]),
            .busy(busy),
            .detect_add(wire_detect_add),
            .lfd_state(wire_lfd_state),
            .ld_state(wire_ld_state),
            .laf_state(wire_laf_state),
            .full_state(wire_full_state),
            .write_en_reg(wire_write_en_reg),
            .rst_int_reg(wire_rst_int_reg)
        );
    register regi (
        .clk(clk),
        .resetn(resetn),
        .pkt_valid(pkt_valid),
        .fifo_full(wire_fifo_full),
        .ld_state(wire_ld_state),
        .full_state(wire_full_state),
        .laf_state(wire_laf_state),
        .lfd_state(wire_lfd_state),
        .detect_add(wire_detect_add),
        .rst_int_reg(wire_rst_int_reg),
        .data_in(data_in),
        .parity_done(wire_parity_done),
        .low_pkt_valid(wire_low_pkt_valid),
        .err(err),
        .data_out(wire_register_data_out)
    );
endmodule
module synchronizer (
    input clk,
    resetn,
    read_en_0,
    read_en_1,
    read_en_2,
    full_0,
    full_1,
    full_2,
    empty_0,
    empty_1,
    empty_2,
    detect_add,
    write_en_reg,
    input [1:0] data_in,
    output valid_out_0,
    valid_out_1,
    valid_out_2,
    output reg soft_reset_0,
    output reg soft_reset_1,
    output reg soft_reset_2,
    output reg fifo_full,
    output reg [2:0] write_en
);
  reg [1:0] fifo_add;
  reg [4:0] count_fifo_0, count_fifo_1, count_fifo_2;
  reg [1:0] add;
  always @(posedge clk) begin
    if (~resetn) fifo_add <= 0;
    else if (detect_add) fifo_add <= data_in;
  end
  always @(posedge clk) begin
    if (~resetn) add <= 2'bxx;
    else if (detect_add) add <= data_in;
    else add <= add;
  end
  always @(*) begin
    if (write_en_reg) begin
      case (add)
        2'b00:   write_en = 3'b001;
        2'b01:   write_en = 3'b010;
        2'b10:   write_en = 3'b100;
        default: write_en = 3'b000;
      endcase
    end else write_en = 3'b0;
  end
  always @(*) begin
    case (fifo_add)
      2'b00:   fifo_full = full_0;
      2'b01:   fifo_full = full_1;
      2'b10:   fifo_full = full_2;
      default: fifo_full = 0;
    endcase
  end
  assign valid_out_0 = ~empty_0;
  assign valid_out_1 = ~empty_1;
  assign valid_out_2 = ~empty_2;
  always @(posedge clk) begin
    if (~resetn) begin
      soft_reset_0 <= 1'b0;
      count_fifo_0 <= 5'b1;
    end else if (~valid_out_0) begin
      count_fifo_0 <= 5'b1;
    end else if (read_en_0) begin
      count_fifo_0 <= 5'b1;
    end else begin
      if (count_fifo_0 < 5'd30) begin
        soft_reset_0 <= 1'b0;
        count_fifo_0 <= count_fifo_0 + 1;
      end else begin
        soft_reset_0 <= 1'b1;
        count_fifo_0 <= 5'b1;
      end
    end
  end
  always @(posedge clk) begin
    if (~resetn) begin
      soft_reset_1 <= 1'b0;
      count_fifo_1 <= 5'b1;
    end else if (~valid_out_1) begin
      count_fifo_1 <= 5'b1;
    end else if (read_en_1) begin
      count_fifo_1 <= 5'b1;
    end else begin
      if (count_fifo_1 < 5'd30) begin
        soft_reset_1 <= 1'b0;
        count_fifo_1 <= count_fifo_1 + 1;
      end else begin
        soft_reset_1 <= 1'b1;
        count_fifo_1 <= 5'b1;
      end
    end
  end
  always @(posedge clk) begin
    if (~resetn) begin
      soft_reset_2 <= 1'b0;
      count_fifo_2 <= 5'b1;
    end else if (~valid_out_2) begin
      count_fifo_2 <= 5'b1;
    end else if (read_en_2) begin
      count_fifo_2 <= 5'b1;
    end else begin
      if (count_fifo_2 < 5'd30) begin
        soft_reset_2 <= 1'b0;
        count_fifo_2 <= count_fifo_2 + 1;
      end else begin
        soft_reset_2 <= 1'b1;
        count_fifo_2 <= 5'b1;
      end
    end
  end
endmodule

==> reports/qor.txt <==
status - complete, no violations
dominant cell by count in the synthesized netlist - and3_1
ys flops - 597
H-tree level count - 3
Post-synth seq share - 59.1%
Syn. warnings - 0
total grt overflow - 0
worst path required time - 4.56 ns
slowest cell on the critical path - dfxtp_1
Lkg Pwr - 12.5 nW
Post-CTS Setup Inserts - 0
Placer Congestion - 0.865
EDFF count, synth - 434
Late-Pin Clk Latency - 0.61 ns
Sw Ratio - 22.3%
Core Region - 90600 sq um
first-pass GRT wire length - 102000 microns
syn avg cell area - 13.0 sq um
GRT Total Usage - 14.9%
peak supply drop - 0.173 mV
chip height - 305 microns
top area contributor share - 47.2%
clock tree buffer depth - 3
DRC - 0
Place WS - 1.81 ns
post-route ant nets - 0
cell count after synthesis - 2125
Largest regs - fifo_0.mem: 144 flops, fifo_1.mem: 144 flops, fifo_2.mem: 144 flops
endpoints failing setup - 0
Logic pwr share - 6.3%
FFs w/ async S/R, synth - 0%
normalized max-slew margin - 37.8%
type of origin of the critical path - flip-flop
Synth area leader - edfxtp_1
Die Wd - 305 microns
Placed Area - 29000 sq um
Setup CP Type - flip-flop to output pin
Final Instance Count excl. Fillers - 3311
drt pass-1 iters - 5
RSZ-0062 raised after global routing - false
sequential power share - 49.9%
net switching power - 2.19 mW
Resized cells post-CTS - 0
final period utilization - 68.0%
initial antenna violation count - 1
clock power share - 43.8%
Distinct lib cells used - 69
Via Count - 17000
clock root cell - clkbuf_16
Mapped Area - 27600 sq um
chip area - 93200 sq um
fin area - 31200 sq um
DR vias/cell - 5.13
final hold viol count - 0
fp_density - 30.5%
Area growth syn-to-layout - 13.2%
crit path capture type - output pin
Arrival @ worst endpoint - 2.73 ns
largest net degree at the start of global routing - 49
I/O pin count - 43
Post-synth top cells - 439 x and3_1, 434 x edfxtp_1, 172 x clkbuf_1
Final HPWL DP - 40400 microns
Post-Route WL - 65800 microns
top cells by area - edfxtp_1 47%, dfxtp_1 12%, mux4_2 11%
critical path peak fanout - 6
Sink Count - 597
fmax - 0.258 GHz
drt initial violations - 1171
Final TNS setup - 0 ns
worst-margin pin slew - 0.930 ns
fin crit period - 3.87 ns
tool warnings - 37
yosys stat area - 27600 sq um
Internal - 7.62 mW
# hold bufs at CTS - 0
Final Skew - 0.0291 ns
power density cells - 314 nW/um^2
Post-Place Cells - 3184
Port Buffers - 42
CTS tree - done
total of max-cap violations - 0
share of layout cells above drive strength 1 - 14.2%
Top FF cell, synth - edfxtp_1
Avg WL per Cell - 19.9 microns
Row Count - 110
clock-pin slew on the worst setup and hold paths - 0.06 ns
worst hold path type - flip-flop to flip-flop
CTS buffer count - 68
CP Cell Sequence - xnor2_1 > nand4_1 > nor2_1 > inv_1 > clkdlybuf4s50_1
vias in the first global route - 17300
final worst slack - 1.83 ns
cell count in the Yosys report - 2125
Final Max Slew Viols - 0
Worst path max stage delay - 0.49 ns
==> cell type report <==
class | count | area (sq um)
antenna | 1 | 2.50
clock buffer | 94 | 1830
clock inverter | 32 | 380
fill | 8442 | 59300
inverter | 33 | 124
multi-input combinational | 1287 | 10300
sequential | 597 | 16300
tap | 1176 | 1470
timing repair buffer | 91 | 783
==> cells by family (layout without fill, tap and decap cells) <==
group | Yosys count | in the layout | synth area share (%)
muxes | 190 | 190 | 12.8
xor gates and xnor gates | 74 | 74 | 2.35
AOI/OAI and AO/OA | 157 | 157 | 4.00
adders and majority gates | 27 | 27 | 1.22
and+or+nand+nor | 839 | 839 | 17.0
buffers and inverters | 241 | 250 | 3.61
other | 0 | 1 | 0
DFF | 597 | 597 | 59.1
==> metal layers <==
layer | routed length, microns | global-route usage (%) | up-vias
li1 | - | - | 7890
met4 | 1590 | 3.33 | 2
met5 | 32 | 0.310 | -
met3 | 8310 | 8.20 | 108
met1 | 25500 | 19.2 | 8178
met2 | 30400 | 22.6 | 793
==> through the flow <==
stage / utilization (%) / hold slack [ns] / power [mW]
after floorplan: - / 0.388 / 5.36
after global placement: 32.0 / 0.397 / 5.59
after global routing: 34.5 / 0.438 / 10.1
after CTS: 34.5 / 0.426 / 9.89
after detailed placement: 32.0 / 0.405 / 5.60
final: 34.5 / 0.426 / 9.81
==> worst max-delay path, delay by kind of cell, from the launching register on <==
kind	cells	cell delay, ns
xor gates and xnor gates	1	0.16
buffers and inverters	2	0.82
DFF	1	0.49
and+or+nand+nor	2	0.67
==> power by group through the flow <==
stage                 Sequential, mW  Clock [mW]  Combinational (mW)
after CTS                       4.89        4.37               0.624
final                           4.89        4.29               0.623
after global routing            4.91        4.55               0.678
==> layout by cell type, fill, tap and decap left out, drive strengths merged, types with 4 or more instances in the layout <==
cell type      instances
mux2i                 59
edfxtp               434
nor2b                 42
nor4b                  5
clkinv                20
a221oi                 5
o31ai                  6
clkbuf                94
clkdlybuf4s50         41
xor2                  47
o211ai                 4
a32o                   8
a21o                  20
bufinv                 6
mux4                 129
a21boi                 9
nand2b                14
a22oi                 22
and2                  15
o21ai                 31
buf                   50
ha                    27
nor4                  14
nor3b                  7
nand3                 22
inv                   37
and3                 439
nand2                125
xnor2                 27
a21oi                 32
nor2                 104
dfxtp                163
nor3                  22
nand4                 17
or3                    6
==> path summary, 6_finish.rpt <==
kind / slack (ns) / cells past startpoint / start / end
max: 1.83 / 5 / fifo_2.write_ptr[2]$_SDFFE_PP0P_ / valid_out_2
min: 0.43 / 1 / sync.count_fifo_2[0]$_SDFF_PP1_ / sync.count_fifo_2[0]$_SDFF_PP1_
max reg2reg: 2.09 / 8 / flip-flop / fifo_1.count[4]$_SDFFE_PP0P_
min reg2reg: 0.43 / 1 / sync.count_fifo_2[0]$_SDFF_PP1_ / sync.count_fifo_2[0]$_SDFF_PP1_
No activity file was given, so power comes from the tool's default toggle rates.
